### ./design.v
module secClock(stop, clkOut);
	input wire stop;
	output reg clkOut;
	reg ClOCK_50;
	reg [24:0] countReg;  
	parameter clkFrequency = 300000;
	parameter desiredFrequency = 1;
	parameter maxCount = 149999;  
	initial begin
		ClOCK_50 = 0;
		clkOut = 0;
		countReg = 0;
	end
	always begin
		#1 ClOCK_50 = ~ClOCK_50;
	end
	always @ (posedge ClOCK_50 or posedge stop) begin
		if (stop != 1'b1) begin
			if (countReg < maxCount) begin
				countReg <= countReg + 1;
			end else begin
				countReg <= 0;
				clkOut <= ~ clkOut;
			end
		end
	end
endmodule
module mainControl(opCode, controlData);
	input wire [5:0] opCode;
	output reg [8:0] controlData;
	always @ (*) begin
		case(opCode)
		    6'b000000: controlData = 9'b100_100_010;  
		    6'b100000: controlData = 9'b011_110_000;  
		    default:   controlData = 9'b010_001_000;  
	 	endcase 
	end
endmodule
module IF_stage(address, instruction);
	input wire [31:0] address;
	output wire [31:0] instruction;
	reg [7:0] instructionMemory[0:51];
	initial begin
		{instructionMemory[0], instructionMemory[1], instructionMemory[2], instructionMemory[3]} =  
		32'ha1020000;  
		{instructionMemory[4], instructionMemory[5], instructionMemory[6], instructionMemory[7]} =  
		32'h810afffc;  
		{instructionMemory[8], instructionMemory[9], instructionMemory[10], instructionMemory[11]} = 
		32'h00831820;  
		{instructionMemory[12], instructionMemory[13], instructionMemory[14], instructionMemory[15]} =  
		32'h01263820;  
		{instructionMemory[16], instructionMemory[17], instructionMemory[18], instructionMemory[19]} =  
		32'h01224820;  
		{instructionMemory[20], instructionMemory[21], instructionMemory[22], instructionMemory[23]} =  
		32'h81180000;  
		{instructionMemory[24], instructionMemory[25], instructionMemory[26], instructionMemory[27]} =  
		32'h81510010;  
		{instructionMemory[28], instructionMemory[29], instructionMemory[30], instructionMemory[31]} =  
		32'h00624022;  
		{instructionMemory[32], instructionMemory[33], instructionMemory[34], instructionMemory[35]} =  
		32'h0;  
		{instructionMemory[36], instructionMemory[37], instructionMemory[38], instructionMemory[39]} =  
		32'h0;  
		{instructionMemory[40], instructionMemory[41], instructionMemory[42], instructionMemory[43]} =  
		32'h0;  
		{instructionMemory[44], instructionMemory[45], instructionMemory[46], instructionMemory[47]} =  
		32'h0;  
		{instructionMemory[48], instructionMemory[49], instructionMemory[50], instructionMemory[51]} =  
		32'hffffffff;  
	end
	assign instruction =  {instructionMemory[address], instructionMemory[address+1], instructionMemory[address+2],instructionMemory[address+3]};
endmodule
module mux5bit(in0, in1, sel, out);
	input wire [4:0] in0;
	input wire [4:0] in1;
	input wire sel ;
	output reg [4:0] out;
	always @ (*) begin
		case(sel) 
		    1'b0: out = in0;
		    1'b1: out = in1;
	 	endcase 
	end
endmodule
module ID_stage(readRegister1, readRegister2, writeRegister, writeData, regWrite, readData1, readData2, clock);
	input wire [4:0] readRegister1;
	input wire [4:0] readRegister2;
	input wire [4:0] writeRegister;
	input wire signed [31:0] writeData;
	input wire regWrite;
	output reg signed [31:0] readData1;
	output reg signed [31:0] readData2;
	reg [31:0] Regs[0:31];
	integer i;
	input clock;
	initial begin
	Regs[0] = 0;
		for (i = 1; i < 32; i = i +1) begin
			Regs[i] = 32'h100 + i;
		end
	end
	always @ (*) begin
		readData1 <= Regs[readRegister1];
		readData2 <= Regs[readRegister2];
	end
	always @ (writeData) begin
		if (regWrite) begin
			Regs[writeRegister] = writeData;	
		end
	end
	always @ (negedge clock) begin
	#10
		$display("The Register Values are");
		for (i = 0; i < 32; i = i +8) begin
			$display("%h, %h, %h, %h, %h, %h, %h, %h", 
			Regs[i],	Regs[i+1],Regs[i+2],Regs[i+3],
			Regs[i+4],Regs[i+5],Regs[i+6],Regs[i+7],);
		end
		$display("\n");
	end
endmodule
module mux32bit(in0, in1, sel, out);
	input wire [31:0] in0;
	input wire [31:0] in1;
	input wire sel ;
	output reg [31:0] out;
	always @ (*) begin
		case(sel) 
		    1'b0: out = in0;
		    1'b1: out = in1;
	 	endcase 
	end
endmodule
module aluControl (opCode, aluOp, aluOperation);
	input wire [5:0] opCode;
	input wire [1:0] aluOp;
	output reg [3:0] aluOperation;
	always @ (*) begin
		casex(aluOp) 
			2'b1x: begin  
		    	case(opCode)        
			        6'b100000: aluOperation = 4'b0010;     
			        default: aluOperation = 4'b0110;     
		    	endcase
			end 
		    2'b00: begin  
		        aluOperation = 4'b0010;
		    end
		endcase   
	end
endmodule
module EX_stage(aluOperation, readData1, mux2Out, aluResult);
	input wire [3:0] aluOperation;
	input wire signed [31:0] readData1;
	input wire signed [31:0] mux2Out;
	output reg signed [31:0] aluResult;
	always @ (*) begin
		case(aluOperation) 
			4'b0110: aluResult = readData1 - mux2Out;  
		    default: aluResult = readData1 + mux2Out;  
	 	endcase 
	end
endmodule
module MEM_stage(address, writeData, memWrite, memRead, readData, clock);
	input wire signed [31:0] address;
	input wire signed [7:0] writeData;
	input wire memWrite;
	input wire memRead;
	input wire clock;
	reg [7:0] Main_Mem[0:1023];
	integer i;
	output reg signed [7:0] readData;
	initial begin
		for (i = 0; i < 1024; i = i +1) begin
			Main_Mem[i] = i[15:0];
		end
	end
	always @(*) begin
		if (memRead) begin
			readData = Main_Mem[address];	
		end
		if (memWrite) begin
			Main_Mem[address] =writeData;
		end
	end
endmodule
module mainfile;
	wire clock;
	reg halt;
	integer cycleNumber;
	wire [8:0] controlSignals;
	reg [31:0] address;
	wire [31:0] instruction;
	reg [31:0] IF_ID_Write;
	reg [31:0] IF_ID_Read;
	wire [4:0] muxOut;
	wire regDst;
	wire regWrite;
	wire signed [31:0] writeData;
	wire signed [31:0] readData1;
	wire signed [31:0] readData2;
	wire signed [31:0] signedImmediate;
	reg [120:0] ID_EX_Write;
	reg [120:0] ID_EX_Read;
	wire aluScr;
	wire signed [31:0] mux2Out;
	wire [3:0] aluOperation;
	wire [1:0] aluOp;
	wire signed [31:0] aluResult;
	reg[49:0] EX_MEM_Read;
	reg[49:0] EX_MEM_Write;
assign regDst = ID_EX_Read[104];
assign aluScr = ID_EX_Read[103];
assign aluOp = ID_EX_Read[97:96];
	wire signed [7:0] readData;
	wire signed [31:0] mux3out;
	wire signed [31:0] signedReadData;
	wire memWrite;
	wire memRead;
	wire memToReg;
	reg[46:0] MEM_WB_Read;
	reg[46:0] MEM_WB_Write;
	assign memRead = EX_MEM_Read[36];
	assign memWrite = EX_MEM_Read[35];
	assign memToReg = MEM_WB_Read[46];
	assign regWrite = MEM_WB_Read[45];
assign signedReadData = {{24{MEM_WB_Read[44]}}, MEM_WB_Read[44:37]};
	initial begin
		cycleNumber = 1'd0;
		address = 32'h0;
		halt = 1'b0;
	end
	secClock getClock(halt,clock);
	IF_stage step1(address, instruction);
	mainControl generateControl(IF_ID_Read[31:26], controlSignals);
	ID_stage step2(IF_ID_Read[25:21], IF_ID_Read[20:16], MEM_WB_Read[4:0], writeData, regWrite, readData1, readData2, clock);
	assign signedImmediate = {{16{IF_ID_Read[15]}}, IF_ID_Read[15:0]};
	mux5bit mux1(ID_EX_Read[120:116], ID_EX_Read[115:111], regDst, muxOut);
	mux32bit mux2(ID_EX_Read[63:32], ID_EX_Read[31:0], aluScr, mux2Out);
	aluControl control2(ID_EX_Read[110:105], aluOp, aluOperation);
	EX_stage step3(aluOperation, ID_EX_Read[95:64], mux2Out, aluResult);
	MEM_stage step4(EX_MEM_Read[31:0], EX_MEM_Read[44:37], memWrite, memRead, readData,clock);
	mux32bit mux3(MEM_WB_Read[36:5], signedReadData, memToReg, writeData);
	always @ (posedge clock) begin
		address <= address + 4;
		cycleNumber <= cycleNumber + 1;
		IF_ID_Write <= instruction;
		IF_ID_Read <= IF_ID_Write;
		#1  
		ID_EX_Write <= {IF_ID_Read[20:16], IF_ID_Read[15:11], IF_ID_Read [5:0], controlSignals,readData1,readData2, signedImmediate};
		ID_EX_Read <= ID_EX_Write;
		#1  
		EX_MEM_Write <= {muxOut,ID_EX_Read[39:32],ID_EX_Read[100:98],ID_EX_Read[102:101],aluResult};
		EX_MEM_Read <= EX_MEM_Write;
		#1  
		MEM_WB_Write <= {EX_MEM_Read[33:32], readData,EX_MEM_Read[31:0],EX_MEM_Read[49:45]};
		MEM_WB_Read <= MEM_WB_Write;
	end
	always @(negedge clock) begin
		$display("Clock Cycle %d \n", cycleNumber);		
		$display("IF/ID Write");
		$display("Inst = %h \n", IF_ID_Write[31:0]);
		$display("IF/ID Read");
		$display("Inst = %h \n", IF_ID_Read[31:0]);
		$display("ID/EX Write");
		$display("Control: RegDst = %b, ALUSrc = %b, ALUOp = %b, MemRead = %h, MemWrite = %h", ID_EX_Write[104], ID_EX_Write[103], ID_EX_Write[97:96], ID_EX_Write[100], ID_EX_Write[99]);
		$display("Branch = %b, MemToReg = %b, regWrite = %b \n", ID_EX_Write[98], ID_EX_Write[102], ID_EX_Write[101]);
		$display("ReadReg1Value = %h, ReadReg2Value = %h, SEOffset = %h", ID_EX_Write[95:64], ID_EX_Write[63:32], ID_EX_Write[31:0]);
		$display("WriteReg_20_16 = %d, WriteReg_15_11 = %d, Function = %h \n", ID_EX_Write[120:116], ID_EX_Write[115:111],ID_EX_Write[110:105]);
		$display("ID/EX Read");
		$display("Control: RegDst = %b, ALUSrc = %b, ALUOp = %b, MemRead = %h, MemWrite = %h", ID_EX_Read[104], ID_EX_Read[103], ID_EX_Read[97:96], ID_EX_Read[100], ID_EX_Read[99]);
		$display("Branch = %b, MemToReg = %b, RegWrite = %b \n", ID_EX_Read[98], ID_EX_Read[102], ID_EX_Read[101]);
		$display("ReadReg1Value = %h, ReadReg2Value = %h, SEOffset = %h", ID_EX_Read[95:64], ID_EX_Read[63:32], ID_EX_Read[31:0]);
		$display("WriteReg_20_16 = %d, WriteReg_15_11 = %d, Function = %h \n", ID_EX_Read[120:116], ID_EX_Read[115:111],ID_EX_Read[110:105]);
		$display("EX/MEM Write");
		$display("Control: MemRead = %b, MemWrite = %b, Branch = %b, MemToReg = %b, RegWrite %b", EX_MEM_Write[36],EX_MEM_Write[35],EX_MEM_Write[34],EX_MEM_Write[33],EX_MEM_Write[32]);
		$display("SWB = %h, WriteRegNum = %d, ALUResult = %h \n", EX_MEM_Write[44:37],EX_MEM_Write[49:45],EX_MEM_Write[31:0]);
		$display("EX/MEM Read");
		$display("Control: MemRead = %b, MemWrite = %b, Branch = %b, MemToReg = %b, RegWrite %b", EX_MEM_Read[36],EX_MEM_Read[35],EX_MEM_Read[34],EX_MEM_Read[33],EX_MEM_Read[32]);
		$display("SWB = %h, WriteRegNum = %d, ALUResult = %h \n", EX_MEM_Read[44:37],EX_MEM_Read[49:45],EX_MEM_Read[31:0]);
		$display("MEM/WB Write");
		$display("Control: = MemToReg = %b, RegWrite = %b", MEM_WB_Write[46],MEM_WB_Write[45]);
		$display("LWB = %h, ALUResult = %h, WriteRegNum = %d \n", MEM_WB_Write[44:37], MEM_WB_Write[36:5],MEM_WB_Write[4:0]);
		$display("MEM/WB Read");
		$display("Control: = MemToReg = %b, RegWrite = %b", MEM_WB_Read[46],MEM_WB_Read[45]);
		$display("LVDataValue = %h, ALUResult = %h, WriteRegNum = %d \n", MEM_WB_Read[44:37], MEM_WB_Read[36:5],MEM_WB_Read[4:0]);
		halt <= &instruction;
	end
endmodule
### ./run.sh
#!/bin/bash
# OpenROAD 26Q1-2900-gdf79404cd8, Yosys 0.63+post, stock flow scripts
make -C /OpenROAD-flow-scripts/flow DESIGN_CONFIG=/design/flow/config.mk WORK_HOME=/design/flow/orfs finish
### ./config.mk
export PLATFORM = sky130hd
export DESIGN_NAME = mux32bit
export DESIGN_NICKNAME = mux32bit
export VERILOG_FILES = /design/flow/design.v
export SDC_FILE = /design/flow/constraint.sdc
export NUM_CORES = 4
export LEC_CHECK = 1
export CORE_AREA = 10 10 71 71
export DIE_AREA = 0 0 81 81
### ./constraint.sdc
current_design mux32bit

set clk_period 1.0
set clk_io_pct 0.2

create_clock -name clk0 -period $clk_period

set non_clock_inputs [all_inputs -no_clocks]
set_input_delay [expr $clk_period * $clk_io_pct] -clock clk0 $non_clock_inputs
set_output_delay [expr $clk_period * $clk_io_pct] -clock clk0 [all_outputs]
==> flow_results.xml <==
<?xml version="1.0" encoding="UTF-8"?>
<metrics>
  <group name="routing">
    <metric name="post-route-drc-count" unit="">0</metric>
    <metric name="drt-initial-drc-count" unit="">3</metric>
    <metric name="detail_route.vias_per_cell" unit="">3.82</metric>
    <metric name="route.antenna.remaining_nets" unit="">0</metric>
    <metric name="vias" unit="">715</metric>
    <metric name="wl_per_cell" unit="µm">15.4</metric>
    <metric name="route.final.wire_length" unit="µm">2880</metric>
    <metric name="drt_pre_antenna_iters" unit="">2</metric>
    <metric name="antenna_cells" unit="">0</metric>
  </group>
  <group name="cells_and_area">
    <metric name="syn_to_final_growth" unit="%">192</metric>
    <metric name="share_of_layout_cells_above_drive_strength_1" unit="%">54.0</metric>
    <metric name="clock_buffers" unit="">0</metric>
    <metric name="fill_cells" unit="">357</metric>
    <metric name="finalInstanceArea" unit="µm²">1590</metric>
    <metric name="sequential_cells" unit="">0</metric>
    <metric name="register_area" unit="µm²">0</metric>
  </group>
  <group name="sta">
    <metric name="setup_slack_after_layout" unit="ns">-0.179</metric>
    <metric name="setup_viol_count_final" unit="">32</metric>
    <metric name="period_needed" unit="ns">1.18</metric>
    <metric name="fin_tns_setup" unit="ns">-3.30</metric>
    <metric name="grt_setup_unrepaired" unit="">yes</metric>
    <metric name="achievable-frequency" unit="MHz">848</metric>
    <metric name="slew_headroom" unit="%">94.2</metric>
    <metric name="tightest_slew" unit="ns">0.0870</metric>
    <metric name="whs" unit="ns">0.691</metric>
    <metric name="drv_slew" unit="">0</metric>
    <metric name="layout_worst_path_cycle_share" unit="%">118</metric>
    <metric name="finalHoldViolations" unit="">0</metric>
  </group>
  <group name="yosys">
    <metric name="synth-cells-yosys" unit="">36</metric>
    <metric name="synthDistinctLibCells" unit="">4</metric>
    <metric name="syn-cell-area" unit="µm²">544</metric>
    <metric name="post-synth-top-area-cell" unit="">sky130_fd_sc_hd__mux2_4</metric>
    <metric name="synthesis.area_per_instance" unit="µm²">15.1</metric>
    <metric name="netlist_instances" unit="">36</metric>
    <metric name="ys_area" unit="µm²">544</metric>
    <metric name="yosys_top_cell_area_share" unit="%">82.8</metric>
    <metric name="yosysSeqAreaShare" unit="%">0</metric>
    <metric name="synth.most_common_cell" unit="">sky130_fd_sc_hd__mux2_4</metric>
    <metric name="netlist_top_cells_count" unit="">30 x sky130_fd_sc_hd__mux2_4, 3 x sky130_fd_sc_hd__buf_12, 2 x sky130_fd_sc_hd__mux2_2</metric>
    <metric name="ys.warnings.count" unit="">1</metric>
    <metric name="synth.area.top_cells" unit="">sky130_fd_sc_hd__mux2_4 83%, sky130_fd_sc_hd__buf_12 11%, sky130_fd_sc_hd__mux2_2 4.1%, sky130_fd_sc_hd__buf_6 2.1%</metric>
  </group>
  <group name="grt">
    <metric name="antenna_found_initial" unit="">0</metric>
    <metric name="first_global_vias" unit="">764</metric>
    <metric name="largest_net_degree_at_the_start_of_global_routing" unit="">11</metric>
    <metric name="gr-usage-all-layers" unit="%">7.79</metric>
    <metric name="grt_pass1_wl" unit="µm">4140</metric>
    <metric name="grt-ovfl-total" unit="">0</metric>
  </group>
  <group name="placement">
    <metric name="place.gp.congestion" unit="">0.832</metric>
    <metric name="placedInstanceArea" unit="µm²">1540</metric>
    <metric name="port-buffer-count" unit="">97</metric>
    <metric name="place_ws" unit="ns">-0.512</metric>
    <metric name="hpwl" unit="µm">2500</metric>
  </group>
  <group name="floorplanning">
    <metric name="floorplan.io_pins" unit="">97</metric>
    <metric name="chipArea" unit="µm²">6560</metric>
    <metric name="num_rows" unit="">22</metric>
    <metric name="coreArea" unit="µm²">3630</metric>
    <metric name="die_y" unit="µm">81</metric>
    <metric name="dieWidth" unit="µm">81</metric>
    <metric name="core_util_floorplan" unit="%">15.0</metric>
  </group>
  <group name="job">
    <metric name="warning_count" unit="">34</metric>
    <metric name="drv.max_cap_violation_count" unit="">0</metric>
  </group>
  <group name="power">
    <metric name="swShare" unit="%">22.0</metric>
    <metric name="design_power" unit="µW">624</metric>
    <metric name="p_seq_share" unit="%">0</metric>
    <metric name="vdd.ir_drop.worst" unit="mV">0.169</metric>
    <metric name="power-per-cell-area" unit="nW/µm²">392</metric>
    <metric name="comb_power_share" unit="%">100.0</metric>
    <metric name="internal_power" unit="µW">487</metric>
    <metric name="netSwitchingPower" unit="µW">137</metric>
    <metric name="power_frac_clock" unit="%">0</metric>
    <metric name="p_leak" unit="µW">0.000872</metric>
  </group>
  <group name="status">
    <metric name="violations" unit="">setup timing</metric>
    <metric name="status" unit="">finished with violations</metric>
  </group>
  <group name="setup_path">
    <metric name="worstPathArrival" unit="ns">0.98</metric>
    <metric name="timing.critical_path.fanout_max" unit="">6</metric>
    <metric name="setup.worst_path.start_class" unit="">primary input</metric>
    <metric name="worst_setup_path_end_kind" unit="">output pin</metric>
    <metric name="criticalPathCategory" unit="">primary input to output pin</metric>
    <metric name="crit_required" unit="ns">0.80</metric>
  </group>
  <group name="worst_hold_path">
    <metric name="class_of_the_tightest_hold_or_removal_check" unit="">primary input to output pin</metric>
  </group>
  <group name="clocking">
    <metric name="ctsHoldBuffers" unit="">0</metric>
  </group>
</metrics>
[through the flow]
stage	util, %	instances
3_3_place_gp	42.4	179
6_report	43.8	187
4_1_cts	42.3	186
5_1_grt	43.8	187
2_1_floorplan	-	36
3_5_place_dp	42.4	179
[worst paths after layout]
check | depth (start not counted) | start | slack (ns) | end
hold / removal | 3 | in1[29] | 0.69 | out[29]
setup / recovery | 5 | sel | -0.18 | out[4]
[cells in the final DEF (no fill, tap or decap)]
cell type,synthesis,final
sky130_fd_sc_hd__buf_12,3,4
sky130_fd_sc_hd__buf_16,0,2
sky130_fd_sc_hd__buf_2,0,13
sky130_fd_sc_hd__buf_4,0,1
sky130_fd_sc_hd__buf_6,1,23
sky130_fd_sc_hd__clkdlybuf4s50_1,0,9
sky130_fd_sc_hd__dlygate4sd2_1,0,51
sky130_fd_sc_hd__dlymetal6s2s_1,0,4
sky130_fd_sc_hd__mux2_2,2,1
sky130_fd_sc_hd__mux2_4,30,31
[routing by layer]
layer | global-route usage [%] | up-vias | routed length, µm
li1 | - | 345 | -
met1 | 9.03 | 320 | 1080
met2 | 14.3 | 50 | 1450
met3 | 2.78 | 0 | 350
met4 | 0 | 0 | 0
met5 | 0 | - | 0
[cell type report]
type               count  area [µm²]  share of cell area [%]
well taps             48        60.1                    3.78
multi-input cells     32         477                    30.0
repair buffers       107        1050                    66.2
[cells by family after synthesis]
| family | share of synthesized area, % |
|---|---|
| buf+inv | 13.1 |
| mux | 86.9 |
[worst max-delay path, stage by stage]
cell,delay (ns)
sky130_fd_sc_hd__buf_12,0.12
sky130_fd_sc_hd__buf_12,0.13
sky130_fd_sc_hd__buf_12,0.12
sky130_fd_sc_hd__mux2_4,0.29
sky130_fd_sc_hd__buf_6,0.11
[repair_timing]
item	in CTS	in global routing
gates resized	171	10
gates cloned	2	0
buffers inserted	5	1
endpoints found under the setup margin	32	32
[power groups by stage]
stage / Sequential [µW] / Combinational, µW / Clock, µW
CTS: 0 / 614 / 0
global route: 0 / 666 / 0
finish: 0 / 624 / 0
No activity file was given, so power comes from the tool's default toggle rates.
